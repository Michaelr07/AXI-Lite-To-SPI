File: ./config.mk
export PLATFORM = sky130hd
export DESIGN_NAME = SPI_AXI_Wrapper
export DESIGN_NICKNAME = SPI_AXI_Wrapper
export VERILOG_FILES = /design/flow/design.v
export SDC_FILE = /design/flow/constraint.sdc
export NUM_CORES = 4
export LEC_CHECK = 1
export CORE_UTILIZATION = 30
File: ./constraint.sdc
current_design SPI_AXI_Wrapper

set clk_period 1.8
set clk_io_pct 0.2

create_clock -name clk0 -period $clk_period [get_ports {ACLK}]
create_clock -name clk1 -period $clk_period [get_ports {clk}]

set non_clock_inputs [all_inputs -no_clocks]
set_input_delay [expr $clk_period * $clk_io_pct] -clock clk0 $non_clock_inputs
set_output_delay [expr $clk_period * $clk_io_pct] -clock clk0 [all_outputs]
File: ./design.v
`timescale 1ns / 1ps
module SPI_AXI_Wrapper 
#(
    parameter DATA_WIDTH = 32,
    parameter ADDR_WIDTH = 4   
)
(
    input  logic                    ACLK,
    input  logic                    ARESETN,
    input  logic [ADDR_WIDTH-1:0]  AWADDR,
    input  logic                   AWVALID,
    output logic                   AWREADY,
    input  logic [DATA_WIDTH-1:0]  WDATA,
    input  logic [3:0]             WSTRB,
    input  logic                   WVALID,
    output logic                   WREADY,
    output logic [1:0]             BRESP,
    output logic                   BVALID,
    input  logic                   BREADY,
    input  logic [ADDR_WIDTH-1:0]  ARADDR,
    input  logic                   ARVALID,
    output logic                   ARREADY,
    output logic [DATA_WIDTH-1:0]  RDATA,
    output logic [1:0]             RRESP,
    output logic                   RVALID,
    input  logic                   RREADY,
    input  logic                   clk,       
    input  logic                   MISO,
    output logic                   MOSI,
    output logic                   SCLK,
    output logic                   SS
);
    logic awready_reg, wready_reg, bvalid_reg, arready_reg, rvalid_reg;
    logic [31:0] rdata_reg;
    assign AWREADY = awready_reg;
    assign WREADY  = wready_reg;
    assign BVALID  = bvalid_reg;
    assign BRESP   = 2'b00;  
    assign ARREADY = arready_reg;
    assign RVALID  = rvalid_reg;
    assign RDATA   = rdata_reg;
    assign RRESP   = 2'b00;  
    logic [7:0] tx_data_reg;  
    logic       tx_valid_reg;
    logic      tx_ready;
    logic [7:0] rx_data;
    logic       rx_valid;  
    logic rx_valid_sync_0, rx_valid_sync_1;
    logic rx_valid_prev;
    logic rx_valid_seen;
    logic [DATA_WIDTH-1:0] merged_data;
    function [DATA_WIDTH-1:0]	apply_wstrb;
            input	[DATA_WIDTH-1:0]		prior_data;
            input	[DATA_WIDTH-1:0]		new_data;
            input	[DATA_WIDTH/8-1:0]	wstrb;
            integer	k;
            for(k=0; k<DATA_WIDTH/8; k=k+1)
            begin
                apply_wstrb[k*8 +: 8]
                    = wstrb[k] ? new_data[k*8 +: 8] : prior_data[k*8 +: 8];
            end
        endfunction
    assign merged_data = apply_wstrb({24'h000000,tx_data_reg}, WDATA, WSTRB);
    always @(posedge ACLK or negedge ARESETN) begin
        if (!ARESETN) begin
            awready_reg   <= 0;
            wready_reg    <= 0;
            bvalid_reg    <= 0;
            tx_valid_reg  <= 0;
        end else begin
            awready_reg <= 0;
            wready_reg  <= 0;
            if (!bvalid_reg) begin
                if (AWVALID && WVALID) begin
                    awready_reg    <= 1;
                    wready_reg     <= 1;
                    case (AWADDR[3:0])
                        4'h0: tx_data_reg  <= merged_data[7:0];
                        4'h4: tx_valid_reg <= WDATA[0];
                    endcase
                    bvalid_reg <= 1;
                end
            end else if (bvalid_reg && BREADY) begin
                bvalid_reg <= 0;
            end
        end
    end
    always @(posedge ACLK or negedge ARESETN) begin
        if (!ARESETN) begin
            arready_reg     <= 0;
            rvalid_reg      <= 0;
            rdata_reg       <= 0;
            rx_valid_seen   <= 0;
        end else begin
            if (ARVALID && !arready_reg) begin
                arready_reg <= 1;
            end
            if (arready_reg && !rvalid_reg) begin
                arready_reg <= 0;
                rvalid_reg  <= 1;
                case (ARADDR[3:0])
                    4'h0:  rdata_reg <= {24'b0, tx_data_reg};
                    4'h4:  rdata_reg <= {31'b0, tx_valid_reg};
                    4'h8:  rdata_reg <= {24'b0, rx_data};
                    4'hC:  rdata_reg <= {31'b0, rx_valid_seen};
                    default: rdata_reg <= 32'hDEADBEEF;
                endcase
            end
            if (RVALID && RREADY) begin
                rvalid_reg <= 0;
                if (ARADDR[3:0] == 4'hC)
                    rx_valid_seen <= 0;  
            end
        end
    end
    always @(posedge ACLK or negedge ARESETN) begin
        if (!ARESETN) begin
            rx_valid_sync_0 <= 0;
            rx_valid_sync_1 <= 0;
            rx_valid_prev   <= 0;
            rx_valid_seen   <= 0;
        end else begin
            rx_valid_sync_0 <= rx_valid;
            rx_valid_sync_1 <= rx_valid_sync_0;
            if (rx_valid_sync_1 && !rx_valid_prev)
                rx_valid_seen <= 1;
            rx_valid_prev <= rx_valid_sync_1;
        end
    end
    always @(posedge clk or negedge ARESETN) begin
        if (!ARESETN)
            tx_valid_reg <= 0;
        else if (tx_valid_reg && tx_ready)
            tx_valid_reg <= 0;
    end
    SPI_Master spi_inst (
        .clk(clk),
        .rst_n(ARESETN),
        .MISO(MISO),
        .MOSI(MOSI),
        .SCLK(SCLK),
        .SS(SS),
        .TX_VALID(tx_valid_reg),
        .TX_DATA(tx_data_reg),
        .TX_READY(tx_ready),
        .RX_DATA(rx_data),
        .RX_VALID(rx_valid)
    );
endmodule
`timescale 1ns / 1ps
module SPI_Master
#(
    parameter int DATA_WIDTH = 8,
    parameter int CLK_FREQ   = 100_000_000,  
    parameter int SPI_FREQ   = 10_000_000,   
    parameter bit CPOL       = 0,
    parameter bit CPHA       = 0
)
(
    input  logic                   clk,
    input  logic                   rst_n,
    input  logic                   MISO,
    output logic                   MOSI,
    output logic                   SCLK,
    output logic                   SS,
    input  logic                   TX_VALID,
    input  logic [DATA_WIDTH-1:0]  TX_DATA,
    output logic                   TX_READY,
    output logic [DATA_WIDTH-1:0]  RX_DATA,
    output logic                   RX_VALID 
);
    localparam int DIV = CLK_FREQ / (2*SPI_FREQ);
    logic        tick, enable;
    timer #(DIV) clkgen (
      .clk(clk), 
      .rst_n(rst_n),
      .enable(enable), 
      .done(tick)
    );
    typedef enum logic [1:0] {IDLE, LOAD, SHIFT} state_type;
    state_type  state, next;
    logic [$clog2(DATA_WIDTH):0] bit_counter;
    logic [DATA_WIDTH-1:0]       shift_reg, rx_reg;
    logic                        prev_SS, ss_fall;
    always_ff @(posedge clk or negedge rst_n) begin
      if (!rst_n)   prev_SS <= 1;
      else          prev_SS <= SS;
    end
    assign ss_fall = prev_SS & ~SS;
    always_ff @(posedge clk or negedge rst_n) begin
      if (!rst_n)   state <= IDLE;
      else          state <= next;
    end
    always_comb begin
      next = state;
      case (state)
        IDLE:  next = (TX_VALID)?   LOAD  : IDLE;
        LOAD:  next = ss_fall   ?   SHIFT : LOAD;
        SHIFT: next = RX_VALID  ?   IDLE  : SHIFT;
      endcase
    end
    always_ff @(posedge clk or negedge rst_n) begin
      if (!rst_n) begin
        MOSI        <= CPOL;
        SCLK        <= CPOL;
        enable      <= 1'b0;
        RX_VALID    <= 1'b0;
        bit_counter <= 0;
        shift_reg   <= 0;
        rx_reg      <= 0;
      end
      else begin
        RX_VALID    <= 1'b0;
        enable      <= (state != IDLE);
        case (state)
          IDLE: begin
            if (TX_VALID) begin            
              shift_reg   <= TX_DATA;
              bit_counter <= 0;
            end
          end
          LOAD: begin
            if (ss_fall && !CPHA) begin
              MOSI        <= shift_reg[DATA_WIDTH-1];
              shift_reg   <= {shift_reg[DATA_WIDTH-2:0],1'b0};
              bit_counter <= 1;
            end
          end
          SHIFT: begin
            if (tick) begin
              if ((CPHA==0 && SCLK==CPOL) || (CPHA==1 && SCLK!=CPOL)) begin
                rx_reg <= {rx_reg[DATA_WIDTH-2:0], MISO};
              end
              else begin
                if (bit_counter < DATA_WIDTH) begin
                  MOSI        <= shift_reg[DATA_WIDTH-1];
                  shift_reg   <= {shift_reg[DATA_WIDTH-2:0],1'b0};
                  bit_counter <= bit_counter + 1;
                end
                else begin
                  MOSI      <= 0;
                  enable    <= 1'b0;
                  RX_VALID  <= 1'b1;
                end
              end
              SCLK <= ~SCLK;
            end
          end
        endcase
      end
    end
    assign TX_READY = (state == IDLE);
    assign SS       = (state == IDLE);
    assign RX_DATA  = rx_reg;
endmodule
module timer #(parameter int N = 2000) (
    input logic clk,
    input logic rst_n,
    input logic enable,
    output logic done 
);
localparam int NUM_BITS =  (N > 1)? $clog2(N) : 1;   
logic [NUM_BITS - 1 : 0] out;                                
always_ff @(posedge clk or negedge rst_n) begin
    if (!rst_n)
        out <= 0;
    else if(enable) begin
        if (out == N - 1)
            out <= 0;
        else
            out <= out + 1;
    end
    else 
        out <= 0;
end
assign done = (out == N - 1);                       
endmodule
File: ./run.sh
#!/bin/bash
# OpenROAD 26Q1-2900-gdf79404cd8, Yosys 0.63+post, stock flow scripts
make -C /OpenROAD-flow-scripts/flow DESIGN_CONFIG=/design/flow/config.mk WORK_HOME=/design/flow/orfs finish
==> Table 3: Implementation characteristics <==
Physical implementation characteristics

Parameter                              Value

Floorplan
  Core utilization at floorplan .................. 31.94%
  Core Area .................. 6495 µm²
  Number of standard-cell rows in the floorplan .................. 29
  DIE WIDTH .................. 85.16 µm
  # IOs .................. 97
  Chip Area .................. 7251 µm²
  Chip height .................. 85.16 µm

Clock network
  Clock-pin slew on the worst setup and hold paths .................. 0.08 ns
  CTS tree .................. built
  Hold buffer count at CTS .................. 0
  Clock sink count .................. 42

Power and ir drop
  Combinational cell fraction of total power .................. 28.7%
  Leakage dissipation .................. 1.206 nW
  Clock group share of total power .................. 23.7%
  PnR Total Power .................. 2.517 mW
  Peak VDD IR .................. 325.3 µV
  Total power per unit cell area .................. 924.1 nW/µm²
  Sw Pwr .................. 533.5 µW
  Design internal power .................. 1.984 mW
  Switching Share .................. 21.19%
  Relative contribution of sequential cells to total power .................. 47.6%

Worst setup path
  Crit end category .................. output port
  Critical path class .................. flop to output port
  Type of element launching the critical path .................. flop
  Data arrival, critical path .................. 1.37 ns
  Worst Path Max Fanout .................. 4
  Crit path DRT .................. 1.44 ns

Global routing
  Via count of the first global-routing pass .................. 1,254
  Wire length of the first global-routing pass .................. 5782 µm
  Remaining Overflow, GRT .................. 0
  Total track usage .................. 10.20%
  Number of antenna violations at the first check in global routing .................. 0
  Largest net degree at the start of global routing .................. 35

STA
  RSZ-0062 raised after global routing .................. no
  Slew HR .................. 62.07%
  Count of final max-slew check failures .................. 0
  Final-layout setup total negative slack .................. 0 ns
  Worst-margin pin slew .................. 0.5678 ns
  Setup-violating endpoint count in the final report .................. 0
  Fin Clk Skew .................. 0.005037 ns
  Final worst-path setup slack .................. 0.06887 ns
  Final count of hold timing violations .................. 0

Layout
  Number of flip-flops in the largest register .................. 9
  Share of cells above drive strength 1 .................. 15.22%
  Synth-to-Final Area Change .................. 31.30%

Placed design
  Dpl hpwl .................. 2677 µm
  Routability congestion estimate from global placement .................. 0.7401
  Count of input and output buffers .................. 56
  Post-placement worst setup slack .................. 0.07881 ns

Synthesis
  Summed standard-cell area reported by yosys .................. 2074 µm²
  Synthesis-stage register bit count .................. 42
  Number of distinct library cell variants in the gate-level netlist after synthesis .................. 35
  Post-synthesis cell count from yosys .................. 179
  Number of warnings printed during yosys synthesis .................. 7
  Sequential area share after synthesis .................. 52.65%
  Share of synthesized registers carrying an async set or reset .................. 80.95%
  Mean Syn Cell Area .................. 11.59 µm²
  Commonest register cell after synthesis .................. sky130_fd_sc_hd__dfrtp_1
  Netlist area before placement .................. 2074 µm²
  EDFF count, synth .................. 8
  Instance count of the mapped netlist .................. 179

Detailed routing
  Initial drt markers .................. 71
  WL per Instance .................. 11.35 µm
  DR pass1 iterations .................. 4
  Final WL .................. 3485 µm
  Number of antenna repair diodes .................. 0
  Via density per instance .................. 4.339
  DRC .................. 0
  Vias .................. 1,332
  Number of routed nets with antenna violations .................. 0

Hold path
  Path class of the lowest-slack min-delay path .................. flop to flop

Job
  Max-capacitance violation count .................. 0
  Number of warnings the tools reported .................. 58

Outcome
  Outcome .................. complete, no violations
==> cell usage in the layout (no fill, tap or decap), types with 9 or more instances in the layout <==
master | synthesis | routed
sky130_fd_sc_hd__clkdlybuf4s50_1 | 0 | 56
sky130_fd_sc_hd__conb_1 | 1 | 12
sky130_fd_sc_hd__mux2i_1 | 9 | 9
sky130_fd_sc_hd__o21ai_0 | 13 | 12
sky130_fd_sc_hd__inv_1 | 12 | 10
sky130_fd_sc_hd__nor2_1 | 9 | 9
sky130_fd_sc_hd__dfrtp_1 | 33 | 32
sky130_fd_sc_hd__nand2_1 | 9 | 9
==> power by group through the flow <==
stage	registers [mW]	logic, mW	clock network [mW]
final	1.20	0.723	0.596
after global routing	1.22	0.793	0.670
after CTS	1.20	0.739	0.629
==> area by class of cell <==
| type | count | area, µm² |
|---|---|---|
| sequential | 42 | 1094 |
| clock inverter | 2 | 10.01 |
| multi-input combinational | 103 | 755.7 |
| clock buffer | 6 | 82.58 |
| inverter | 12 | 45.04 |
| tap | 77 | 96.34 |
| timing repair buffer | 65 | 640.6 |
| fill | 586 | 3771 |
==> repair_timing <==
action                                  CTS  global route
endpoints found under the setup margin   18             7
pin swaps                                 0             1
cloned                                    0             0
setup buffers                             0             3
resized                                   5             3
==> kinds of logic after synthesis <==
logic type	synth area share (%)
AND-OR/OR-AND	9.108
buffers and inverters	13.87
multiplexers	10.68
AND/OR/NAND/NOR	8.686
flip-flops	52.65
other	0.1808
adder cells (fa/ha/maj)	4.825
==> worst paths after layout <==
kind / end / from / slack [ns] / depth (start not counted)
worst max-delay path: SS / spi_inst.state[1] / 0.07 / 3
worst min-delay path: spi_inst.clkgen.out[0] / spi_inst.clkgen.out[0] / 0.47 / 1
worst max register to register: spi_inst.rx_reg[2] / spi_inst.state[0] / 0.14 / 5
worst min register to register: spi_inst.clkgen.out[0] / spi_inst.clkgen.out[0] / 0.47 / 1
max in group clk1: spi_inst.rx_reg[2] / spi_inst.state[0] / 0.14 / 5
max in group asynchronous: rdata_reg[30] / ARESETN / 0.78 / 2
min in group clk0: rdata_reg[6] / rdata_reg[6] / 0.49 / 1
min in group asynchronous: spi_inst.state[1] / ARESETN / 0.68 / 2
==> per-layer routing <==
metal / wire (µm) / vias to the layer above / track usage, %
li1: - / 669 / -
met1: 1722 / 619 / 16.40
met2: 1572 / 42 / 15.32
met3: 166 / 2 / 1.974
met4: 23 / 0 / 1.387
met5: 0 / - / 0
==> synthesized netlist by cell type, types with 2 or more instances <==
cell / instances / area, µm²
sky130_fd_sc_hd__o21ai_0: 13 / 65.06
sky130_fd_sc_hd__nor3_1: 2 / 10.01
sky130_fd_sc_hd__nand4_1: 2 / 12.51
sky130_fd_sc_hd__edfxtp_1: 8 / 240.2
sky130_fd_sc_hd__buf_2: 2 / 10.01
sky130_fd_sc_hd__a21oi_1: 3 / 15.01
sky130_fd_sc_hd__buf_4: 29 / 217.7
sky130_fd_sc_hd__mux2i_1: 9 / 90.09
sky130_fd_sc_hd__inv_1: 12 / 45.04
sky130_fd_sc_hd__nand3_1: 5 / 25.02
sky130_fd_sc_hd__dfrtp_1: 33 / 825.8
sky130_fd_sc_hd__nor2_1: 9 / 33.78
sky130_fd_sc_hd__o21a_1: 8 / 60.06
sky130_fd_sc_hd__mux2_4: 8 / 120.1
sky130_fd_sc_hd__nand2_1: 9 / 33.78
sky130_fd_sc_hd__ha_1: 8 / 100.1
==> worst max-delay path, stage by stage (launching register included) <==
cell	delay, ns
sky130_fd_sc_hd__dfrtp_1	0.42
sky130_fd_sc_hd__inv_2	0.10
sky130_fd_sc_hd__ha_4	0.13
sky130_fd_sc_hd__clkdlybuf4s50_1	0.46
==> through the flow <==
step           hold slack (ns)  instance area [µm²]  utilization, %  instances
2_1_floorplan          0.06441                 2116               -        190
3_3_place_gp            0.4609                 2587           39.84        296
3_5_place_dp            0.4654                 2587           39.84        296
4_1_cts                 0.4761                 2694           41.48        304
5_1_grt                 0.5053                 2724           41.94        307
6_report                0.4693                 2724           41.94        307
No activity file was given, so power comes from the tool's default toggle rates.
